## design/flow/config.mk

```make
export PLATFORM = sky130hd
export DESIGN_NAME = vga_ctrl
export DESIGN_NICKNAME = vga_ctrl
export VERILOG_FILES = /design/flow/design.v
export SDC_FILE = /design/flow/constraint.sdc
export NUM_CORES = 4
export LEC_CHECK = 1
export CORE_UTILIZATION = 40
```

## design/flow/constraint.sdc

```tcl
current_design vga_ctrl

set clk_period 31.4
set clk_io_pct 0.2

create_clock -name clk0 -period $clk_period [get_ports {clk}]

set non_clock_inputs [all_inputs -no_clocks]
set_input_delay [expr $clk_period * $clk_io_pct] -clock clk0 $non_clock_inputs
set_output_delay [expr $clk_period * $clk_io_pct] -clock clk0 [all_outputs]
```

## design/flow/design.v

```verilog
`timescale 1ns / 1ps
module vga_ctrl(
    input clk,
	 input [9:0]dino_y,
	 input [9:0]blk_x,
	 input rst,
	 input [21:0]spd,
	 input isover,
    output VGA_HS,
    output VGA_VS,
    output [2:0]VGA_R,
    output [2:0]VGA_G,
    output [1:0]VGA_B
    );
    reg [10:0] x_counter;
    reg [10:0] y_counter;
	 reg [29:0] timer;
    reg [7:0] RGBX;
	 reg [7:0] color;
	 reg [9:0] dot_loc[13:0];
	 reg [9:0]chrome;
	 integer i;
	 integer j;
    initial begin
        x_counter = 0;
        y_counter = 0;
		  tempclk = 0;
		  RGBX = 0;
		  color = 0;
		  timer = 0;
		  chrome = 700;
		  for(i=0;i<14;i=i+1)begin
				dot_loc[i] = (i+2)*50;
		  end
		  cnt = 0;
    end
	 reg tempclk;
	 always @(posedge clk)
		tempclk <= ~tempclk;
    always @(posedge tempclk) begin
		  if(x_counter == 1055)
        begin
            x_counter <= 0;
            if(y_counter == 627)
                y_counter <= 0;
            else
                y_counter <= y_counter + 1;
        end
        else
            x_counter <= x_counter + 1;
    end
    always @(x_counter or y_counter)
    begin
			if(x_counter>800||y_counter>600) RGBX<=3'b000;
			else begin
				if((y_counter - 510)*(y_counter - 510) + (x_counter - dot_loc[0])*(x_counter - dot_loc[0]) <16 ) RGBX<=color;
				else if((y_counter - 520)*(y_counter - 520) + (x_counter - dot_loc[1])*(x_counter - dot_loc[1]) <16 ) RGBX<=color;
				else if((y_counter - 505)*(y_counter - 505) + (x_counter - dot_loc[2])*(x_counter - dot_loc[2]) <16 ) RGBX<=color;
				else if((y_counter - 525)*(y_counter - 525) + (x_counter - dot_loc[3])*(x_counter - dot_loc[3]) <16 ) RGBX<=color;
				else if((y_counter - 510)*(y_counter - 510) + (x_counter - dot_loc[4])*(x_counter - dot_loc[4]) <16 ) RGBX<=color;
				else if((y_counter - 520)*(y_counter - 520) + (x_counter - dot_loc[5])*(x_counter - dot_loc[5]) <16 ) RGBX<=color;
				else if((y_counter - 515)*(y_counter - 515) + (x_counter - dot_loc[6])*(x_counter - dot_loc[6]) <16 ) RGBX<=color;
				else if((y_counter - 520)*(y_counter - 520) + (x_counter - dot_loc[7])*(x_counter - dot_loc[7]) <16 ) RGBX<=color;
				else if((y_counter - 515)*(y_counter - 515) + (x_counter - dot_loc[8])*(x_counter - dot_loc[8]) <16 ) RGBX<=color;
				else if((y_counter - 510)*(y_counter - 510) + (x_counter - dot_loc[9])*(x_counter - dot_loc[9]) <16 ) RGBX<=color;
				else if((y_counter - 510)*(y_counter - 510) + (x_counter - dot_loc[10])*(x_counter - dot_loc[10]) <16 ) RGBX<=color;
				else if((y_counter - 510)*(y_counter - 510) + (x_counter - dot_loc[11])*(x_counter - dot_loc[11]) <16 ) RGBX<=color;
				else if((y_counter - 510)*(y_counter - 510) + (x_counter - dot_loc[12])*(x_counter - dot_loc[12]) <16 ) RGBX<=color;
				else if((y_counter - 505)*(y_counter - 505) + (x_counter - dot_loc[13])*(x_counter - dot_loc[13]) <16 ) RGBX<=color;
				else if(y_counter == 500) RGBX<=color;
				else begin
				if(y_counter == dino_y-50 && x_counter>250 && x_counter <300) RGBX<=color;
				else if(x_counter == 300 && y_counter >dino_y-50 && y_counter<dino_y-20 ) RGBX<=color;
				else if(y_counter == dino_y-20 && x_counter >275 && x_counter <300) RGBX<=color;
				else if(y_counter == dino_y-30 && x_counter >285 && x_counter <300) RGBX<=color;
				else if((x_counter -280)*(x_counter -280)+(y_counter-dino_y+40)*(y_counter-dino_y+40)<4) RGBX<=color;
				else if(x_counter == 275 && y_counter >dino_y-20 && y_counter<dino_y+20 ) RGBX<=color;
				else if(y_counter == dino_y+20 && x_counter >200 && x_counter <275) RGBX<=color;
				else if(2*x_counter + 5*y_counter == 5*dino_y+500 && x_counter >235 && x_counter <250 ) RGBX<=color;
				else if(y_counter == dino_y+15 && x_counter >200 && x_counter <235) RGBX<=color;
				else if(x_counter == 200 && y_counter >dino_y+15 && y_counter <dino_y+20) RGBX<=color;
				else if(x_counter == 250 && y_counter >dino_y-50 && y_counter <dino_y+20) RGBX<=color;
				else if(x_counter == 255 && y_counter >dino_y+20 && y_counter <dino_y+50) RGBX<=color;
				else if(x_counter == 265 && y_counter >dino_y+20 && y_counter <dino_y+50) RGBX<=color;
				else if(y_counter == dino_y+5 && x_counter>270 && x_counter<285) RGBX<=color;
				else if(y_counter == dino_y-5 && x_counter>275 && x_counter<285) RGBX<=color;
				else begin 
					if(x_counter == blk_x -25 && y_counter >450 && y_counter <487) RGBX<=color;
					else if(x_counter == blk_x-18 && y_counter >450 && y_counter<480 ) RGBX<=color;
					else if(y_counter == 450 && x_counter>blk_x-25 && x_counter<blk_x-18) RGBX<=color;
					else if(y_counter == 480 && x_counter >blk_x-18 && x_counter <blk_x-15) RGBX<=color;
					else if(y_counter == 487 && x_counter >blk_x-25 && x_counter <blk_x-15) RGBX<=color;
					else if(x_counter == blk_x-15 && y_counter>450 &&y_counter <480) RGBX<=color;
					else if(x_counter == blk_x-15 && y_counter>487 && y_counter <500) RGBX<=color;
					else if(y_counter == 450 && x_counter >blk_x-15 && x_counter <blk_x+15) RGBX<=color;
					else if(x_counter == blk_x+15 && y_counter>450 && y_counter<460) RGBX<=color;
					else if(x_counter == blk_x+15 && y_counter >466 && y_counter <500) RGBX<=color;
					else if(x_counter == blk_x+25 && y_counter >450 && y_counter <466) RGBX<=color;
					else if(x_counter == blk_x+19 && y_counter >450 && y_counter <460) RGBX<=color;
					else if(y_counter == 450 && x_counter >blk_x+19 && x_counter <blk_x+25) RGBX<=color;
					else if(y_counter == 460 && x_counter >blk_x+15 && x_counter <blk_x+19) RGBX<=color;
					else if(y_counter == 466 && x_counter >blk_x+15 && x_counter <blk_x+25) RGBX<=color;
				else RGBX<=~color;
				end
				end
			end
    end
	 reg [21:0]cnt;
	 always@(posedge clk or posedge rst) begin 
		if(rst) begin 
			color <= 0;
			for(i=0;i<14;i=i+1)begin
				dot_loc[i] <= (i+2)*50;
		  end
		  chrome <= 700;
		end
		else begin
		if(!isover) begin
		if(cnt == spd) begin
			for(j=0;j<14;j=j+1) begin
				cnt <= 22'b0;
				if(dot_loc[j] == 50) begin 
						dot_loc[j] <= 750;
				end
				else dot_loc[j] <= dot_loc[j] - 1;
			end
		end
		else cnt <= cnt +1;
		if(timer % 1_250_000 == 0)begin
			if(chrome == 50) chrome <= 700;
			else chrome <= chrome -1;
		end
		if(timer == 1_000_000_000) begin 
			color <= ~color;
			timer <=0;
		end
		else timer <= timer + 1;
		end
		end
	end
    assign  VGA_R=RGBX[7:5];
    assign  VGA_G=RGBX[4:2];
    assign  VGA_B=RGBX[1:0];
    assign VGA_HS = x_counter > 839 && x_counter < 968;
    assign VGA_VS = y_counter > 600 && y_counter < 605;
endmodule
```

## design/flow/run.sh

```bash
#!/bin/bash
# OpenROAD 26Q1-2900-gdf79404cd8, Yosys 0.63+post, stock flow scripts
make -C /OpenROAD-flow-scripts/flow DESIGN_CONFIG=/design/flow/config.mk WORK_HOME=/design/flow/orfs finish
```

==> impl_metrics.tcl <==
# place-and-route summary
set metrics [dict create \
    fill_cells 33700 \
    ctsHoldBuffers 0 \
    hpwl_microns 291000 \
    io_pins 55 \
    grt-ovfl-total 0 \
    cts_setup_buffers 0 \
    setup_slack_ps 5850 \
    slew_violations 0 \
    grtUsageTotal_pct 21.6 \
    clk_latency_ps 690 \
    grt_pass1_vias 104000 \
    antenna_left 0 \
    p_per_area_nw_per_um2 43.5 \
    synthFlopType "dfrtp_1" \
    yosys.area_share.simple_pct 11.7 \
    comb_area_sq_um 116000 \
    coreArea_sq_um 343000 \
    slowest_delay_ps 870 \
    grt_pass1_wl_microns 561000 \
    synth_area_per_cell_sq_um 9.00 \
    placement.io_buffers 54 \
    critPathCaptureType "output port" \
    layout_top_cell "inv_1" \
    drive_above_1_share_pct 3.28 \
    worstMarginPinSlew_ps 1020 \
    yosys.area_share.aoi_pct 7.68 \
    chipHeight_microns 590 \
    hold_viol 0 \
    async_reset_ff_share_pct 66.4 \
    synth_cell_types 103 \
    slew-limit-headroom_pct 29.9 \
    drc 0 \
    ir_worst_vdd_v 0.000442 \
    openroad.warnings 191 \
    skew_ps 48.4 \
    worstPathMaxFanout 15 \
    drt-wirelength-per-cell_microns 16.8 \
    cts_resized 0 \
    required_ps 25120 \
    htreeDepth 1 \
    finalSetupTns_ps 0 \
    initCoreUtil_pct 40.3 \
    firstDrtPassIters 6 \
    rows 215 \
    gp_congestion 0.965 \
    leakage_nw 75.1 \
    antenna_found_initial 12 \
    status "finished, final reports clean" \
    max_freq_mhz 39.1 \
    grt_max_degree 57 \
    clk_pin_slew_ps 60 \
    edf_count 63 \
    cpMaxStageDelayCell "clkdlybuf4s50_1" \
    grt_setup_unrepaired "false" \
    finalClockPeriodUsage_pct 81.4 \
    drt_iter0_markers 4547 \
    dp_slack_ps 5700 \
    crit_path_frequent_cell "fa_1" \
    topCombFamilyByArea "adder cells" \
    hold_class "reg -> reg" \
    synth_cells 15400 \
    synth-seq-cells 223 \
    via_per_inst 4.91 \
    unclocked_pins 22 \
    die_w_microns 590 \
    area_growth_pct 5.99 \
    critPathKind "in -> out" \
    numCtsBuffers 29 \
    via_count 98200 \
    crit_path_start_kind "primary input" \
    cts_root_buf "clkbuf_16" \
    ys_seq_share_pct 4.28 \
    regArea_sq_um 5950 \
    netlist_area_sq_um 138000 \
    setup_violations 0 \
    cts_max_path_buffers 3 \
    cp.arrival_ps 19270 \
    period_minus_slack_ps 25550 \
    final_cell_mix "inv_1, fa_1, ha_1" \
    ys_sh_xor_pct 4.82 \
    synth-adder-area-share_pct 58.8 \
    die_area_sq_um 348000 \
    ys_cells 15400 \
    untimed_endpoints 35 \
    cts_tree "yes" \
    yosysWarnings 2 \
    ys_area_sq_um 138000 \
    mux_share_pct 0.432 \
    cap_violations 0 \
    drt-total-wl_microns 336000 \
]
==> metal layers <==
metal	up-vias	GRT usage, %	routed length (microns)	share of wire [%]
met5	-	0.315	162	0.048
met4	4	3.72	8010	2.4
met3	292	8.26	33000	9.8
met2	2546	32.3	151000	45
met1	48300	31.5	144000	43
li1	47100	-	-	-
==> critical path, delay by kind of cell <==
kind | cells | cell delay [ps]
adders and majority gates | 9 | 4620
and+or+nand+nor | 11 | 2460
AOI/OAI and AO/OA | 12 | 2670
buffers and inverters | 10 | 3180
==> Yosys cell counts (21+ instances only) <==
master / count / area [sq um]
and4_1: 21 / 184
ha_1: 1610 / 20100
o31ai_1: 38 / 285
clkbuf_1: 207 / 777
o221ai_1: 23 / 201
o2111ai_1: 32 / 280
o21ai_0: 403 / 2020
mux2i_1: 45 / 450
nor2b_1: 112 / 701
o21a_1: 65 / 488
nor4_1: 60 / 375
o211ai_1: 37 / 278
edfxtp_1: 63 / 1890
a31oi_1: 76 / 475
dfrtp_1: 84 / 2100
nor3b_1: 30 / 225
o22ai_1: 22 / 138
or3_1: 48 / 300
or4_1: 28 / 210
nand2_1: 1163 / 4370
a21boi_0: 87 / 653
a21oi_1: 442 / 2210
xor2_1: 211 / 1850
nor3_1: 175 / 876
a21o_1: 116 / 871
nand3b_1: 24 / 180
dfstp_2: 64 / 1680
clkinv_1: 82 / 308
a2111oi_0: 30 / 263
or2_2: 68 / 425
xnor2_1: 531 / 4650
inv_1: 4165 / 15600
and2_1: 153 / 957
a211oi_1: 53 / 398
nor4b_1: 31 / 272
nand3_1: 169 / 846
and3_1: 54 / 338
nor2_1: 1078 / 4050
nand4_1: 84 / 526
o21bai_1: 38 / 285
fa_1: 3053 / 61100
nand2b_1: 164 / 1030
==> state kept, by name, indices dropped and copies added, names as in the netlist <==
name,count
dot_loc,140
x_counter,11
y_counter,11
tempclk,1
timer,30
cnt,22
color,8
==> where the power goes <==
group	switching (mW)	leakage [nW]	total, mW	internal, mW
combinational	3.43	72.3	5.74	2.31
sequential	0.00338	2.37	0.276	0.272
clock	0.154	0.456	0.348	0.195
==> cells by family (layout without fill, tap and decap cells) <==
family          count (synthesis)  in the layout
xor+xnor                      749            749
simple gates                 3502           3502
compound gates               1659           1659
other cells                     1              4
buf+inv                      4498           4591
mux                            58             58
fa+ha+maj                    4663           4663
flops                         223            223
==> cell type report <==
type | count | area share, %
repair buffers | 274 | 1.50
flip-flops and latches | 223 | 4.06
diodes | 2 | 0.00342
clock inverters | 13 | 0.107
multi-input cells | 10600 | 79.0
clock buffers | 39 | 0.542
inverters | 4265 | 10.9
well taps | 4557 | 3.89
==> per-stage QoR <==
step / power, mW / cell area [sq um] / hold slack [ps] / utilization, % / cells
after CTS: 6.44 / 146000 / 483 / 42.7 / 20000
final: 6.37 / 146000 / 477 / 42.7 / 20000
after global routing: 7.20 / 146000 / 507 / 42.7 / 20000
after detailed placement: 6.03 / 146000 / 474 / 42.4 / 20000
after global placement: 6.13 / 146000 / 468 / 42.4 / 20000
after floorplan: 4.52 / 138000 / 450 / - / 15400
==> worst paths after layout <==
check | start | endpoint | slack, ps | depth (start not counted)
setup / recovery | dino_y[2] | VGA_B[1] | 5850 | 42
hold / removal | dot_loc[1][9] | dot_loc[1][9] | 480 | 1
setup reg to reg | cnt[8] | dot_loc[5][8] | 27390 | 11
hold reg to reg | dot_loc[1][9] | dot_loc[1][9] | 480 | 1
max in group asynchronous | rst | dot_loc[2][8] | 23660 | 4
min in group asynchronous | rst | dot_loc[7][4] | 6210 | 2
Power and IR drop assume default switching activity.
