==> /design/flow/design.v <==
`timescale 1ns / 1ps
module regfile(
    input clk,
    input rst_n,
    input [4:0] ra_addr,
	 input [4:0] rb_addr,
	 input [4:0] w_addr,
    input [31:0] w_din,
    input w_en,
    output [31:0] ra,
	 output [31:0] rb
    );
reg [31:0] regs[0:31];
integer i;
initial begin 
	for(i=0;i<32;i=i+1) begin 
		regs[i] <= 0;
	end
end
always@(negedge clk,negedge rst_n)begin
	if(~rst_n) begin 
		for(i=0; i<32; i=i+1) begin 
			regs[i] <= 0;
		end
	end
	else begin
		if(w_en) regs[w_addr]<=w_din;
	end
end
assign ra = (ra_addr)? regs[ra_addr] : 0;
assign rb = (rb_addr)? regs[rb_addr] : 0;
endmodule
==> /design/flow/run.sh <==
#!/bin/bash
# OpenROAD 26Q1-2900-gdf79404cd8, Yosys 0.63+post, stock flow scripts
make -C /OpenROAD-flow-scripts/flow DESIGN_CONFIG=/design/flow/config.mk WORK_HOME=/design/flow/orfs finish
==> /design/flow/config.mk <==
export PLATFORM = sky130hd
export DESIGN_NAME = regfile
export DESIGN_NICKNAME = regfile
export VERILOG_FILES = /design/flow/design.v
export SDC_FILE = /design/flow/constraint.sdc
export NUM_CORES = 4
export LEC_CHECK = 1
export CORE_UTILIZATION = 40
==> /design/flow/constraint.sdc <==
current_design regfile

set clk_period 7.0
set clk_io_pct 0.2

create_clock -name clk0 -period $clk_period [get_ports {clk}]

set non_clock_inputs [all_inputs -no_clocks]
set_input_delay [expr $clk_period * $clk_io_pct] -clock clk0 $non_clock_inputs
set_output_delay [expr $clk_period * $clk_io_pct] -clock clk0 [all_outputs]
==> flow_metrics.py <==
# Flow results
metrics = {
    "die": {
        "io-pin-count": 114,
        "die_w_um": 357,
        "die_area_mm2": 0.127,
        "rows": 129,
        "initial_utilization": 0.405,
        "die_h_um": 357,
        "placeableCoreArea_mm2": 0.124,
    },
    "setup_path": {
        "critPathLaunch": "regs[14][31]",
        "cp_slowest_cell": "or4_4",
        "critPathCapture": "ra[31]",
        "critical_path_depth": 5,
        "required_ns": 5.60,
        "arrival_ns": 5.90,
        "slowest_delay_ns": 0.54,
        "crit_family": "simple AND/OR/NAND/NOR gates",
        "cp-start-kind": "flop",
        "crit_type": "reg -> out",
        "crit_path_max_fanout": 2,
        "regToRegEndpoint": "regs[16][4]",
        "cp-end-kind": "primary output",
        "r2r_slack_ns": 6.01,
        "crit_buf_inv": 1,
        "worstReg2RegStart": "regs[16][4]",
        "reg2reg_depth": 3,
        "crit_chain": "mux2_2, a32o_1, a22o_1, or4_4, buf_2",
    },
    "final_layout": {
        "register_area_mm2": 0.0248,
        "area.combinational_mm2": 0.0264,
        "syn_to_final_growth_pct": 28.1,
        "layout_top_cells": "996 x mux2_2, 992 x dfrtn_1, 636 x a22oi_1",
        "top_register": "regs",
        "fin_area_mm2": 0.0645,
        "n_fill_cell": 10600,
        "lay_top_count": "mux2_2",
        "largest_register_ffs": 992,
        "largestRegisters": "regs x992",
        "drive_gt1_frac": 0.487,
    },
    "drt": {
        "postRouteAntennaNets": 0,
        "routedWlPerCell_um": 43.7,
        "routed_via_density": 7.18,
        "firstDrtPassIters": 9,
        "drt_iter0_drc": 5587,
        "drt-total-wl_um": 278000,
        "drc": 0,
        "num_vias": 45600,
    },
    "final_timing": {
        "max_slew.worst_pin.slew_ns": 1.38,
        "relSlewSlack": 0.0814,
        "finalSetupViolCount": 62,
        "holdWs_ns": 0.471,
        "rsz0062_at_grt": "true",
        "slew_viol_final": 0,
        "fin_skew_ns": 0,
        "hold_viol_final": 0,
        "fin_ws_ns": -0.303,
    },
    "min_path": {
        "whs_path_depth": 1,
        "hold_class": "reg -> reg",
    },
    "synth": {
        "ys_seq_elements": 992,
        "ff_type": "dfrtn_1",
        "synth_cell_types": 63,
        "top_area_cell": "dfrtn_1",
        "async_flop_share": 1.00,
        "ys_warn_count": 2,
        "syn_inst": 4217,
        "edf_count": 0,
        "yosysChipArea_mm2": 0.0503,
        "synthDominantCellAreaShare": 0.493,
        "syn_area_per_cell_um2": 11.9,
        "synthTopCellsByArea": "dfrtn_1 49%, mux2_2 22%, a22oi_1 9.6%",
        "seq_area_frac_synth": 0.493,
        "ys_cells": 4217,
        "syn-cell-area_mm2": 0.0503,
    },
    "power": {
        "p_leak_nw": 29.0,
        "vdd_drop_max_mv": 0.251,
        "power.density_mw_per_mm2": 271,
    },
    "placement": {
        "dp_hpwl_um": 176000,
        "place_congestion": 1.05,
        "pre_cts_ws_ns": -0.148,
        "postPlaceCellArea_mm2": 0.0573,
        "port-buffer-count": 113,
    },
    "grt": {
        "grt_use_total": 0.454,
        "grt_antenna_before_repair": 18,
        "grt_overflow": 0,
        "grt_pass1_vias": 44900,
        "grt_max_degree": 110,
        "grt_pass1_wl_um": 378000,
    },
    "clock_tree": {
        "tritoncts": "built",
        "htreeDepth": 3,
        "clk_pin_slew_ns": 0.05,
        "cts_sinks": 992,
        "insertion_delay_ns": 0.66,
        "cts_max_path_buffers": 3,
        "postCtsHoldBufs": 0,
        "cts_root_buf": "clkbuf_16",
        "cts_made_buffers": 112,
    },
    "run_status": {
        "outcome": "complete, but fails checks",
        "violations": "negative setup slack",
    },
    "job": {
        "warnings": 35,
        "cap_violations": 0,
    },
}
metal layers:
metal	GRT usage	wire [µm]
met5	0.0259	576
met2	0.588	109000
met1	0.577	97800
met4	0.259	21500
met3	0.291	48600
cells by family (layout without fill, tap and decap cells):
| logic type | after synthesis | after routing | share of synthesized area |
|---|---|---|---|
| AOI/OAI and AO/OA | 843 | 843 | 0.133 |
| buffers and inverters | 461 | 940 | 0.0404 |
| DFF | 992 | 992 | 0.493 |
| muxes | 1009 | 1009 | 0.226 |
| other | 0 | 26 | 0 |
| and+or+nand+nor | 912 | 912 | 0.108 |
cells in the mapped netlist (11+ instances only):
library cell     n
dfrtn_1        992
buf_1           36
nand2_1         54
and3_1         346
a2111oi_2       18
or4_1           61
a32oi_1         11
nand3_1        178
a2111oi_0       89
a222oi_1        27
clkbuf_1       289
nor3_1          15
mux2_2        1000
a22o_1          12
buf_2          109
buf_6           20
nor2b_1         13
nand4_1        113
and2_1          36
a22oi_1        642
nor2_1          38
final cells by class:
type                    instances  share of cell area
diodes                         26             0.00101
clock buffers                 155              0.0499
clock inverters                51              0.0133
inverters                       2            0.000116
multi-input cells            2764               0.409
flip-flops and latches        992               0.385
well taps                    1637              0.0318
repair buffers                732               0.110
what timing repair did:
item,in CTS,in global routing
resized,533,127
pin swaps,228,164
setup endpoints to repair,64,64
cloned,0,0
setup buffers,91,21
hold endpoints to repair,0,0
power by group:
group / leakage, nW / switching (mW) / internal [mW] / total [mW]
Clock: 1.98 / 2.59 / 4.01 / 6.60
Sequential: 12.7 / 1.03 / 6.96 / 7.99
Combinational: 14.3 / 1.32 / 1.59 / 2.91
how the worst min path moves through the flow:
stage,slack [ns],to,from
CTS,0.47,regs[28][15],regs[28][15]
global route,0.49,regs[31][8],regs[31][8]
finish,0.47,regs[18][15],regs[18][15]
stage by stage:
step | power, mW | TNS [ns] | cells | utilization
floorplan | 9.02 | 0 | 4217 | -
CTS | 17.3 | -14.97 | 6312 | 0.510
detailed placement | 10.5 | -7.45 | 6019 | 0.461
global placement | 10.5 | -8.88 | 6019 | 0.461
global route | 18.0 | -14.98 | 6334 | 0.518
finish | 17.5 | -12.15 | 6359 | 0.519
Power is estimated from default activity; no workload was simulated.
